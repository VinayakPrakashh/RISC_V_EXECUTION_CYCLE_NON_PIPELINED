==> ./design.v <==
`timescale 1ns / 1ps
module decode_unit (
IR,A,B,WE,RE,RW_addr,RD1_addr,RD1,RD2,WR1
);
input [31:0] IR;
output  [31:0] A,B;
output WE,RE;
output [4:0] RW_addr,RD1_addr;
input [31:0] RD1,RD2;
output [31:0] WR1;
assign WE=0;
assign RE=1;
assign RW_addr=IR[19:15];
assign RD1_addr=IR[24:20];
assign A=RD1;
assign B=RD2;
assign WR1=0;
endmodule
`timescale 1ns / 1ps
module instruction_decode (PC,ID_EX_PC,IF_ID_IR,IF_ID_NPC,ID_EX_A,ID_EX_B,ID_EX_IMM,ID_EX_NPC,ID_EX_IR,WE,RE,RW_addr,RD1_addr,RD1,RD2,WR1
);
input [31:0] PC,IF_ID_IR,IF_ID_NPC;
output [31:0] ID_EX_A,ID_EX_B,ID_EX_IMM,ID_EX_NPC,ID_EX_IR;
output WE,RE;
output [4:0] RW_addr,RD1_addr;
input  [31:0] RD1,RD2;
output [31:0] WR1,ID_EX_PC;
decode_unit decode_unit1(.IR(IF_ID_IR),.A(ID_EX_A),.B(ID_EX_B),
    .WE(WE),
    .RE(RE),
    .RW_addr(RW_addr),
    .RD1_addr(RD1_addr),
    .RD1(RD1),
    .RD2(RD2),
    .WR1(WR1));
sign_extend sign_extend1(.IR(IF_ID_IR),.IMM(ID_EX_IMM));
assign ID_EX_NPC=IF_ID_NPC;
assign ID_EX_IR =IF_ID_IR;
assign ID_EX_PC = PC;
endmodule
`timescale 1ns / 1ps
module sign_extend(IR,IMM);
input [31:0] IR;
output reg [31:0] IMM;
parameter I_TYPE = 7'b0010011, B_TYPE = 7'b1100011, L_TYPE = 7'b0000011, S_TYPE = 7'b0100011, LUI=7'b0110111, AUIPC=7'b0010111, JAL=7'b1101111, JALR=7'b1100111;
always @(*) begin
    case(IR[6:0])
    I_TYPE: IMM <= {{20{IR[31]}},IR[31:20]};
    L_TYPE: IMM <= {{20{1'b0}},IR[31:20]};
    S_TYPE: IMM <= {{20{1'b0}},IR[31:25],IR[11:7]};
    B_TYPE: IMM <= {{19{1'b0}},IR[31:25],IR[11:7]};
    JAL   : IMM <= {{12{1'b0}},IR[31:12]};
    JALR  : IMM <= {{20{1'b0}},IR[31:20]};
    LUI   : IMM <= {IR[31:12],12'b0};
    AUIPC : IMM <= {IR[31:12],12'b0};   
    default: begin
        IMM <= 0;
    end 
endcase
end
endmodule
==> ./run.sh <==
#!/bin/bash
# OpenROAD 26Q1-2900-gdf79404cd8, Yosys 0.63+post, stock flow scripts
make -C /OpenROAD-flow-scripts/flow DESIGN_CONFIG=/design/flow/config.mk WORK_HOME=/design/flow/orfs finish
==> ./config.mk <==
export PLATFORM = sky130hd
export DESIGN_NAME = instruction_decode
export DESIGN_NICKNAME = instruction_decode
export VERILOG_FILES = /design/flow/design.v
export SDC_FILE = /design/flow/constraint.sdc
export NUM_CORES = 4
export LEC_CHECK = 1
export CORE_AREA = 10 10 159 159
export DIE_AREA = 0 0 169 169
==> ./constraint.sdc <==
current_design instruction_decode

set clk_period 3.1
set clk_io_pct 0.2

create_clock -name clk0 -period $clk_period

set non_clock_inputs [all_inputs -no_clocks]
set_input_delay [expr $clk_period * $clk_io_pct] -clock clk0 $non_clock_inputs
set_output_delay [expr $clk_period * $clk_io_pct] -clock clk0 [all_outputs]
==> metrics.csv <==
metric,value,unit
OpenROAD warning count,33,
final hold viol count,0,
Worst setup SP type,input port,
Row Count,54,
yosys cell count,268,
fillers,2552,
Finish-stage setup viols,0,
Net Sw Frac,0.359,
Synth top cells by count,"buf_4, a21o_1, a221o_1, a22o_1",
grt ovf,0,
RSZ-0062 raised after global routing,true,
worst hold margin,1.24,ns
antenna-violating nets left,0,
mapped cell area,2060,µm²
total internal power,107,µW
NetSw,60.1,µW
first-pass GRT wire length,13.1,mm
Pre-antenna DRT Iters,4,
"slowest stage delay, CP",0.47,ns
Synth top cell by count,buf_4,
crit end category,output pin,
Crit Path Class,in2out,
Synth area leader,buf_4,
Buffers on Ports,106,
sum of buffers and inverters on the critical path,4,
die height,169,µm
number of global-route vias before repair,1582,
Area after DPL,2270,µm²
clock buffer count,0,
RD Place Congestion,0.649,
DRC violations left,0,
combinational share of power,1.000,
Finished Cell Area,2270,µm²
worst-path cell chain,dlygate4sd2_1 -> nand4bb_1 -> nor4_2 -> buf_4 -> buf_12 -> a221o_1 -> clkdlybuf4s50_1,
chip area,28600,µm²
Max Cap Violations,0,
Setup WS pre-CTS,-0.262,ns
total negative setup slack,0,ns
fmax,335,MHz
VDD IR max,24.9,µV
Die W,169,µm
Syn Inst Count,268,
io pins,396,
Final min period,2.98,ns
status,finished clean,
Synth top area share,0.743,
Max Slew Vio Count,0,
total number of yosys warnings,1,
slowest cell on the critical path,clkdlybuf4s50_1,
Synth Seq Share,0,
post-cts hold-fix buffer tally,0,
Unique cell types,26,
fin crit share,0.962,
1st-iter DRT viols,39,
Ant. Diodes,0,
pin count of the biggest net entering global routing,15,
via count,1387,
Vias/cell,2.76,
sequential power share,0,
area grow syn2layout,10.1,%
clock share of power,0,
top cell family by delay on the critical path,buffers and inverters,
Post-DP HPWL,9.11,mm
FF+latch area,0,µm²
Crit Path Max Fanout,11,
Seq cells,0,
initial antenna violation count,0,
GRT Overall Usage,0.0645,
syn avg cell area,7.69,µm²
biggest area cells,"buf_4, a221o_1, a21o_1",
placeable core area,21800,µm²
fin worst setup slack,0.119,ns
Power Dens Cells,73.8,nW/µm²
final WL,10.2,mm
layout cell share with drive strength beyond 1,0.179,
CP arrival,2.36,ns
Worst Hold Class,in2out,
Yosys Chip Area,2060,µm²
Init Core Util,0.0945,
DR WL/cell,20.2,µm
CP required,2.48,ns
Leak,0.000958,µW
-- through the flow --
| step | std cells | utilization | power [µW] |
|---|---|---|---|
| global route | 503 | 0.104 | 187 |
| floorplan | 300 | - | 178 |
| finish | 503 | 0.104 | 167 |
| global placement | 501 | 0.104 | 180 |
| CTS | 503 | 0.104 | 177 |
| detailed placement | 501 | 0.104 | 179 |
-- area by class of cell --
class / instances / area, µm² / area share
repair buffers: 132 / 1290 / 0.568
well taps: 280 / 350 / 0.154
multi-input cells: 86 / 612 / 0.270
inverters: 5 / 18.8 / 0.00827
-- repair_timing --
action	CTS	global route
gates resized	16	3
setup endpoints to repair	32	17
setup buffers	2	0
cloned	0	0
pin swaps	2	0
-- layer usage --
metal / wire, µm / global-route usage / part of all wire / up-vias
li1: - / - / - / 557
met3: 2160 / 0.0595 / 0.21 / 72
met4: 636 / 0.0356 / 0.063 / 0
met1: 3110 / 0.0618 / 0.31 / 568
met5: 0 / 0 / 0 / -
met2: 4270 / 0.0905 / 0.42 / 190
-- power groups by stage --
stage         Combinational, µW  Clock (µW)  Sequential [µW]
global route                187           0                0
finish                      167           0                0
CTS                         177           0                0
-- final timing paths --
check	from	to	slack (ns)	depth (start not counted)
hold / removal	RD1[11]	ID_EX_A[11]	1.24	0
setup / recovery	IF_ID_IR[3]	ID_EX_IMM[17]	0.12	7
-- cell families (layout without fill, tap and decap cells) --
logic type / Yosys count / in the layout / synth area share
buf+inv: 214 / 137 / 0.766
compound gates: 34 / 34 / 0.156
simple gates: 18 / 18 / 0.0746
other cells: 2 / 34 / 0.00364
-- layout by cell type, fill, tap and decap left out, drive strengths merged, types with 2 or more instances in the layout --
master and instances:
conb 34, inv 5, a221o 13, nand3b 2, nor2 2, nor3 5
a21o 12, clkdlybuf4s50 94, a22o 7, dlygate4sd2 9, buf 27, nor2b 2
Power figures rest on the tool's default switching activity, not on a simulated workload.
