==> design.v <==
`timescale 1ns / 1ps
module branching_unit(branch,IR,IMM,NPC,PC,PC_out,A);
input [31:0] IMM,NPC,PC,IR,A;
input branch;
output reg [31:0] PC_out;
parameter B_TYPE = 7'b1100011, JAL=7'b1101111, JALR=7'b1100111;
always @(*) begin
case(IR[6:0])
    B_TYPE: PC_out <= (branch)?PC+IMM:NPC;
    JAL   : PC_out <= PC+IMM;
    JALR  :PC_out  <=  A+IMM;
    default: PC_out<= NPC;
    endcase
end
endmodule
==> run.sh <==
#!/bin/bash
# OpenROAD 26Q1-2900-gdf79404cd8, Yosys 0.63+post, stock flow scripts
make -C /OpenROAD-flow-scripts/flow DESIGN_CONFIG=/design/flow/config.mk WORK_HOME=/design/flow/orfs finish
==> config.mk <==
export PLATFORM = sky130hd
export DESIGN_NAME = branching_unit
export DESIGN_NICKNAME = branching_unit
export VERILOG_FILES = /design/flow/design.v
export SDC_FILE = /design/flow/constraint.sdc
export NUM_CORES = 4
export LEC_CHECK = 1
export CORE_UTILIZATION = 40
==> constraint.sdc <==
current_design branching_unit

set clk_period 29.4
set clk_io_pct 0.2

create_clock -name clk0 -period $clk_period

set non_clock_inputs [all_inputs -no_clocks]
set_input_delay [expr $clk_period * $clk_io_pct] -clock clk0 $non_clock_inputs
set_output_delay [expr $clk_period * $clk_io_pct] -clock clk0 [all_outputs]
==> results.txt <==
fresh numbers from the pnr run: Antenna Nets Post-Route 0, Area Overhead vs Synth 46.3%, setup slack at placement 14.21 ns, detailed-router iteration count before antenna repair 6, cell count in the Yosys report 543, Cell Area, Synth 3880 um^2, worst slew margin relative to its limit 29.2%, yosys synthesis chip area 3880 um^2, worst slack on hold paths 12.72 ns, Combinational Area 3770 um^2, peak clock frequency supported by timing 65.8 MHz, CP Max Fanout 3, PD cells 19.0 nW/um^2, RSZ-0062 raised after global routing no, average cell area after synthesis 7.15 um^2, flip-flops 0, aggregate routed wire length 13200 um, maximum number of pins on one net before global-route repair 19, starting utilization of the core area 41.6%, Post-CTS Setup Bufs 0, number of port buffers 168, floorplan die area 10100 um^2, wire per inst 16.1 um, detailed-placement wirelength estimate 11000 um, via count 4664, CP Data Required Time 23.52 ns, I/O pin total 193, number of cells on the worst hold path 4, Critical Setup Path Class input port to output pin, number of hold-slack violations in the final timing report 0, Total GRT Usage 25.5%, drt via density 5.67, global-route track usage on met2 42.8%, routability congestion estimate from global placement 0.938, kind of end point of the critical path output pin, count of pins over their slew limit 0, total power 0.000108 W, Critical Path AT 9.31 ns, met3 Usage GRT 2.05%, Tool Warnings 58, number of antenna violations at the first check in global routing 0, violation count after the first detailed-route iteration 196, total leakage power 2.47 nW, outcome finished, final reports clean, Remaining Overflow, GRT 0, post-route DRC violation count 0, vertical extent of the die 101 um, Most Used Layer, Global Route met2, clock buffer instance count of the final layout 0, Final WS setup 14.21 ns, synthesis warning total 1, share of the clock period used by the worst path 51.7%, final-layout setup total negative slack 0 ns, grt met1 use 37.2%, VDD IR max 0.0108 mV, class of the worst hold path input port to output pin, Filler Cell Count 846, first-pass GRT wire length 20600 um, core area 9330 um^2, share of post-route cells with drive strength above 1 5.34%, cell count after synthesis 543, floorplan die width 101 um, cell resize tally after clock tree synthesis 0, startpoint of the tightest hold check path NPC[31], post-synthesis cell type with the largest combined area sky130_fd_sc_hd__ha_1, antenna fix cells 0, final critical delay including setup and external delays 15.19 ns, total number of placement rows 35, vias in the first global route 4283, hold-fix buffers at CTS 0, category of the worst setup path launch point input port, reported max-cap violation count 0, dominant cells by area after synthesis sky130_fd_sc_hd__ha_1 (20%), sky130_fd_sc_hd__a21o_1 (8.7%), sky130_fd_sc_hd__xor2_1 (7.7%), sky130_fd_sc_hd__a21oi_1 (6.6%), sky130_fd_sc_hd__o21ai_0 (5.0%), Slew @ Worst Pin 1.06 ns, Seq/Total Area, Yosys 0%, area fraction of the dominant cell type after synthesis 20.0%, critical path launch point IMM[0], area of all sequential standard cells 0 um^2, Unique masters post-synth 67, final setup vio count 0
-- kinds of logic after synthesis --
| kind of cell | count (synthesis) | share of synthesized area [%] |
|---|---|---|
| AND/OR/NAND/NOR | 138 | 17.2 |
| AND-OR/OR-AND | 249 | 45.4 |
| multiplexers | 3 | 0.773 |
| buffers and inverters | 34 | 3.28 |
| XOR/XNOR | 55 | 12.4 |
| adder cells (fa/ha/maj) | 64 | 21.0 |
-- where the power goes --
group	switching (W)	total [W]	internal, W
Clock	0	0	0
Sequential	0	0	0
Combinational	0.0000523	0.000108	0.0000558
Total	0.0000523	0.000108	0.0000558
-- layer usage --
layer / part of all wire, % / routed length [um]
met1: 49 / 6440
met2: 44 / 5880
met3: 5.8 / 771
met4: 1.1 / 140
met5: 0 / 0
-- cell type report --
cell class,count,area share (%)
inverters,12,0.792
multi-input cells,509,66.3
well taps,129,2.84
repair buffers,172,30.1
-- cells in the mapped netlist, drive strengths merged (4+ instances only) --
library cell / instances
nand3: 10
o31ai: 5
a211oi: 9
and3: 7
o21bai: 10
o21ai: 52
xnor2: 21
a21oi: 54
o21a: 7
o211ai: 7
xor2: 34
nor3: 8
nand4: 9
nand2: 47
a31oi: 4
o221ai: 9
ha: 62
nor2: 33
clkbuf: 22
nor2b: 8
nand2b: 4
inv: 12
a22oi: 19
a21o: 45
-- critical path, stage by stage --
cell	delay, ns
sky130_fd_sc_hd__clkdlybuf4s50_1	0.43
sky130_fd_sc_hd__ha_1	0.22
sky130_fd_sc_hd__fa_1	0.43
sky130_fd_sc_hd__a211oi_1	0.46
sky130_fd_sc_hd__nor4_1	0.12
sky130_fd_sc_hd__o21ai_0	0.28
sky130_fd_sc_hd__nand3_1	0.14
sky130_fd_sc_hd__nand2_1	0.16
sky130_fd_sc_hd__o31ai_2	0.11
sky130_fd_sc_hd__a221oi_2	0.28
sky130_fd_sc_hd__mux2i_1	0.12
sky130_fd_sc_hd__o211ai_1	0.16
sky130_fd_sc_hd__clkdlybuf4s50_1	0.51
-- final timing paths --
check         end  slack (ns)
max    PC_out[28]       14.21
min    PC_out[31]       12.72
-- through the flow --
| step | utilization [%] | instance area (um^2) | instances |
|---|---|---|---|
| 2_1_floorplan | - | 3880 | 543 |
| 3_3_place_gp | 60.9 | 5680 | 822 |
| 3_5_place_dp | 60.9 | 5680 | 822 |
| 4_1_cts | 60.9 | 5680 | 822 |
| 5_1_grt | 60.9 | 5680 | 822 |
| 6_report | 60.9 | 5680 | 822 |
-- layout by cell type (no fill, tap or decap), types with 3 or more instances in the layout --
| cell type | n |
|---|---|
| sky130_fd_sc_hd__nand2b_1 | 4 |
| sky130_fd_sc_hd__o21ai_0 | 39 |
| sky130_fd_sc_hd__a31oi_1 | 3 |
| sky130_fd_sc_hd__a211o_1 | 3 |
| sky130_fd_sc_hd__o21ai_1 | 12 |
| sky130_fd_sc_hd__nand2_1 | 47 |
| sky130_fd_sc_hd__a21o_1 | 45 |
| sky130_fd_sc_hd__or2_2 | 3 |
| sky130_fd_sc_hd__o211ai_2 | 3 |
| sky130_fd_sc_hd__ha_1 | 62 |
| sky130_fd_sc_hd__nor2_1 | 32 |
| sky130_fd_sc_hd__a211oi_1 | 9 |
| sky130_fd_sc_hd__nand3_1 | 9 |
| sky130_fd_sc_hd__and3_1 | 4 |
| sky130_fd_sc_hd__clkdlybuf4s50_1 | 168 |
| sky130_fd_sc_hd__buf_4 | 4 |
| sky130_fd_sc_hd__o221ai_1 | 8 |
| sky130_fd_sc_hd__o21a_1 | 7 |
| sky130_fd_sc_hd__a21oi_1 | 51 |
| sky130_fd_sc_hd__mux2i_1 | 3 |
| sky130_fd_sc_hd__a22oi_1 | 19 |
| sky130_fd_sc_hd__nor3_1 | 8 |
| sky130_fd_sc_hd__xnor2_1 | 21 |
| sky130_fd_sc_hd__nand4_1 | 9 |
| sky130_fd_sc_hd__a31o_2 | 3 |
| sky130_fd_sc_hd__xor2_1 | 34 |
| sky130_fd_sc_hd__nor2b_1 | 8 |
| sky130_fd_sc_hd__a21oi_2 | 3 |
| sky130_fd_sc_hd__o211ai_1 | 4 |
| sky130_fd_sc_hd__o21bai_1 | 9 |
| sky130_fd_sc_hd__inv_1 | 12 |
No activity file was given, so power comes from the tool's default toggle rates.
