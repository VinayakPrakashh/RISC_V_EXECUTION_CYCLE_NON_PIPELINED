<file path="flow/design.v">
`timescale 1ns / 1ps
module instruction_mem1 (
input [31:0] A,
output [31:0] RD
);
reg [31:0] mem [1023:0];
assign RD=mem[A];
  initial begin
    mem[0] = 32'b01000000001000011000001010110011; 
    mem[1] = 32'b00000000001100010001001010010011; 
    mem[2] = 32'b00000000001000101000001011100011; 
    mem[3] = 32'b00000000001100010000001010000011; 
    mem[4] = 32'b00000000010100010000001010100011; 
    mem[5] = 32'b00000000000000000101001011101111; 
    mem[6] = 32'b00000000010100011000001011100111; 
    mem[7] = 32'b00000000000000000101001010110111;  
    mem[8] = 32'b00000000000000000101001010010111; 
  end
endmodule
</file>
<file path="flow/run.sh">
#!/bin/bash
# OpenROAD 26Q1-2900-gdf79404cd8, Yosys 0.63+post, stock flow scripts
make -C /OpenROAD-flow-scripts/flow DESIGN_CONFIG=/design/flow/config.mk WORK_HOME=/design/flow/orfs finish
</file>
<file path="flow/config.mk">
export PLATFORM = sky130hd
export DESIGN_NAME = instruction_mem1
export DESIGN_NICKNAME = instruction_mem1
export VERILOG_FILES = /design/flow/design.v
export SDC_FILE = /design/flow/constraint.sdc
export NUM_CORES = 4
export LEC_CHECK = 1
export CORE_AREA = 10 10 70 70
export DIE_AREA = 0 0 80 80
export SYNTH_MEMORY_MAX_BITS = 65536
</file>
<file path="flow/constraint.sdc">
current_design instruction_mem1

set clk_period 1.4
set clk_io_pct 0.2

create_clock -name clk0 -period $clk_period

set non_clock_inputs [all_inputs -no_clocks]
set_input_delay [expr $clk_period * $clk_io_pct] -clock clk0 $non_clock_inputs
set_output_delay [expr $clk_period * $clk_io_pct] -clock clk0 [all_outputs]
</file>
==> results.txt <==
Results of the flow run.

The overall chip area stands at 6400 um2. The core region is between 3000 and 4000 um2. The DRC violation count after routing stands at 0. Max fanout on the critical path was recorded as 6. The worst setup path is captured at an output pin. By area, the combinational part of the netlist is dominated by buffers and inverters. The worst-case IR drop observed on VDD is approximately 0.033 mV. The number of vias after detailed routing stands at roughly 370. The mux share of post-synthesis cell area stands at ~2.4%. The number of global-route vias before repair stands at a little under 400. Per the OpenROAD floorplan log, the height of the die is 80 um. The OpenROAD warning count stands at slightly below 70.

The count of boundary I/O pins stands at around 64. The timing report attributes the biggest portion of critical-path delay to buffers and inverters. Between the synthesized netlist and the finished layout, the area growth was recorded as 71.4%.

The clock period minus final worst setup slack stands at roughly 1.4 ns. RePlAce ended its routability-driven mode at a weighted congestion of roughly 0.75. The floorplan row count stands at 21. The flow ran to the end, and the final reports show no timing, DRC or antenna violations. Entering global routing, the biggest net connects 8 pins. In the final routed layout, each cell accounts on average for between 8 and 9 um. Summed over all cells, the static leakage comes to between 0.3 and 0.4 nW. The highest clock frequency the design can meet stands at around 720 MHz. The starting utilization of the core area stands at approximately an eighth. For reference, the most critical setup path is categorized as in2out. Of the total synthesized cell area, the portion taken by full adders, half adders and majority gates is 27.1%. The first global-routing pass estimated around 1800 um of wire. The initial antenna violation count stands at 0. The fraction of met3 tracks used by global routing stands at less than 1%.

The count of different cell masters after synthesis stands at 21. The number of vias per cell stands at 2.86. In the final layout, the fill cell count is 385. Per the finish-stage timing summary, setup violations number 0. The wire length reported by the detailed router stands at between 1000 and 1500 um. The global-route met2 utilization stands at under 10%. The total inserted antenna cells stands at 0. Across all hold checks on the routed design, the worst slack comes to between 0.8 and 0.9 ns. The required time reported for the critical path endpoint stands at about 1.1 ns. The final number of max-transition violations stands at 0. The global router reports that the layer with the highest usage is met2.

The final-layout clock buffer total stands at 0. The data arrival time reported for the critical path is around 1.1 ns. Setup repair after global routing could not meet its margin everywhere. The die is about 80 um wide.

The final cell count without fillers stands at 128. The yosys synthesis chip area stands at just over 400 um2. Per the final timing report, the hold violations number 0.

In this run the cell area of the synthesized design comes to approximately 420 um2. The cell count after synthesis came out at 53. There are 0 flip-flops and latches. The worst setup path is launched from a primary input.

The post-place instance area stands at 644 um2. The max-capacitance violation count stands at 0. The post-route cell area stands at between 700 and 800 um2. The timing report gives the biggest stage delay along the critical path as about 0.24 ns. After synthesis, flip-flops and latches occupy 0% of the total area.

The final layout reports a setup TNS of 0 ns. The script reports the combined buffer and inverter count of the critical path as 4. The yosys synthesis warning count stands at 1. The yosys cell count stands at roughly 53. The post-route netlist has 42.7% of its cells at a drive strength greater than 1. The script computed a power per unit cell area of a little over 200 nW/um2.

For reference, the critical path cell chain is buf_8 -> buf_6 -> buf_6 -> ha_4 -> a211o_1 -> buf_2. The area taken by sequential standard cells is reported as 0 um2. Global routing consumed, on the met1 layer, ~3.8% of the routing resources.

In this run, the synthesized area fraction spent on and/or/nand/nor cells is recorded as around 16%. The worst path uses slightly below 100% of the clock period. The most critical min-delay path falls under in2out. The count of buffers added on input and output ports is 18. The global router's overall resource usage stands at under 10%.

The half-perimeter wire length of the detailed placement result stands at 983 um. The DRC violation total after the first TritonRoute iteration stands at 20. In this run the remaining antenna-violating nets after routing total 0.

In this design, the critical path's most frequently occurring cell is sky130_fd_sc_hd__buf_6. Before antenna repair, the detailed router went through 2 iterations. The remaining global-route overflow stands at 0. The synthesized netlist devotes approximately an eighth of its cell area to compound gates. The number of cells after detailed placement stands at around 120.

The critical path's slowest stage uses the library cell sky130_fd_sc_hd__a211o_1. The XOR/XNOR share of the synthesized area stands at 0%. The design draws 145 uW. The synthesized area divided by synthesized cell count stands at around 7.8 um2.
==> stage by stage <==
stage / setup WS [ns] / utilization, %
after floorplan: 0.311 / -
after global placement: -0.769 / 18.9
after detailed placement: -0.749 / 18.9
after CTS: -0.0532 / 20.7
after global routing: -0.0196 / 20.8
final: 0.0139 / 20.8
==> cells in the mapped netlist <==
library cell | number | area share [%]
sky130_fd_sc_hd__mux2i_1 | 1 | 2.4
sky130_fd_sc_hd__nor2_2 | 1 | 1.5
sky130_fd_sc_hd__a211oi_2 | 1 | 3.0
sky130_fd_sc_hd__o21bai_1 | 1 | 1.8
sky130_fd_sc_hd__o21ai_0 | 1 | 1.2
sky130_fd_sc_hd__a21boi_2 | 1 | 2.7
sky130_fd_sc_hd__inv_1 | 3 | 2.7
sky130_fd_sc_hd__conb_1 | 2 | 1.8
sky130_fd_sc_hd__buf_2 | 1 | 1.2
sky130_fd_sc_hd__nor3_1 | 1 | 1.2
sky130_fd_sc_hd__nor2_1 | 4 | 3.6
sky130_fd_sc_hd__buf_6 | 1 | 2.7
sky130_fd_sc_hd__inv_2 | 1 | 0.90
sky130_fd_sc_hd__and2_1 | 2 | 3.0
sky130_fd_sc_hd__a21oi_2 | 1 | 2.1
sky130_fd_sc_hd__a211o_1 | 1 | 2.1
sky130_fd_sc_hd__buf_4 | 18 | 33
sky130_fd_sc_hd__or2_1 | 1 | 1.5
sky130_fd_sc_hd__nor2b_4 | 1 | 3.3
sky130_fd_sc_hd__ha_1 | 9 | 27
sky130_fd_sc_hd__nor2b_1 | 1 | 1.5
==> layer usage <==
metal / vias to the layer above / wire length [um] / share of wire, %
met4: 0 / 0 / 0
li1: 186 / - / -
met2: 21 / 533 / 47
met1: 159 / 491 / 43
met5: - / 0 / 0
met3: 0 / 111 / 9.8
==> what timing repair did <==
| item | CTS | global route |
|---|---|---|
| hold buffers | 0 | 0 |
| gates resized | 60 | 2 |
| setup endpoints to repair | 14 | 4 |
| endpoints found under the hold margin | 0 | 0 |
| buffers inserted | 4 | 0 |
| pin swaps | 8 | 3 |
==> power breakdown <==
group / switching, mW / total [mW] / internal, mW
sequential: 0 / 0 / 0
combinational: 0.0571 / 0.145 / 0.0874
clock: 0 / 0 / 0
==> cell type report <==
type                            count  area, um2  share of cell area [%]
Multi-Input combinational cell     45        347                    48.7
Inverter                            4       17.5                    2.46
Tap cell                           46       57.6                    8.08
Timing Repair Buffer               33        290                    40.8
==> layout by cell type (no fill, tap or decap) <==
cell,instances
sky130_fd_sc_hd__conb_1,18
sky130_fd_sc_hd__buf_4,11
sky130_fd_sc_hd__ha_1,6
sky130_fd_sc_hd__buf_6,6
sky130_fd_sc_hd__dlygate4sd2_1,6
sky130_fd_sc_hd__nor2_1,4
sky130_fd_sc_hd__buf_2,4
sky130_fd_sc_hd__inv_2,3
sky130_fd_sc_hd__clkdlybuf4s15_1,3
sky130_fd_sc_hd__and2_1,2
sky130_fd_sc_hd__ha_4,2
sky130_fd_sc_hd__nor2b_1,1
sky130_fd_sc_hd__nor2_4,1
sky130_fd_sc_hd__a21oi_2,1
sky130_fd_sc_hd__a21boi_2,1
sky130_fd_sc_hd__inv_4,1
sky130_fd_sc_hd__nor2b_4,1
sky130_fd_sc_hd__a211oi_2,1
sky130_fd_sc_hd__or2_1,1
sky130_fd_sc_hd__o21ai_1,1
sky130_fd_sc_hd__mux2i_1,1
sky130_fd_sc_hd__a211o_1,1
sky130_fd_sc_hd__nor3_2,1
sky130_fd_sc_hd__o21bai_1,1
sky130_fd_sc_hd__ha_2,1
sky130_fd_sc_hd__buf_8,1
sky130_fd_sc_hd__clkdlybuf4s50_1,1
sky130_fd_sc_hd__dlymetal6s2s_1,1
==> logic make-up after synthesis <==
kind of cell	after synthesis
buf+inv	24
simple gates	11
fa+ha+maj	9
compound gates	6
other cells	2
mux	1
==> path summary, 6_finish.rpt <==
check / slack [ns] / end / startpoint / cells past startpoint
max: 0.01 / RD[4] / A[0] / 6
min: 0.86 / RD[4] / A[2] / 3
Power figures rest on the tool's default switching activity, not on a simulated workload.
